$ cat design/flow/run.sh
#!/bin/bash
# OpenROAD 26Q1-2900-gdf79404cd8, Yosys 0.63+post, stock flow scripts
make -C /OpenROAD-flow-scripts/flow DESIGN_CONFIG=/design/flow/config.mk WORK_HOME=/design/flow/orfs finish
$ cat design/flow/config.mk
export PLATFORM = sky130hd
export DESIGN_NAME = alu
export DESIGN_NICKNAME = alu
export VERILOG_FILES = /design/flow/design.v
export SDC_FILE = /design/flow/constraint.sdc
export NUM_CORES = 4
export LEC_CHECK = 1
export CORE_AREA = 10 10 100 100
export DIE_AREA = 0 0 110 110
$ cat design/flow/constraint.sdc
current_design alu

set clk_period 6.6
set clk_io_pct 0.2

create_clock -name clk0 -period $clk_period

set non_clock_inputs [all_inputs -no_clocks]
set_input_delay [expr $clk_period * $clk_io_pct] -clock clk0 $non_clock_inputs
set_output_delay [expr $clk_period * $clk_io_pct] -clock clk0 [all_outputs]
$ cat design/flow/design.v
module alu (
    input wire [7:0] A, B,
    input wire [3:0] alu_op,
    output reg [7:0] result,
    output reg carry_out
);
    always @(*) begin
        carry_out = 1'b0;
        case(alu_op)
            4'b0000: {carry_out, result} = A + B;
            4'b0001: {carry_out, result} = A - B;
			4'b0010: result = A + 1;
            4'b0100: result = A - 1;
            4'b1000: result = A & B;
            4'b1001: result = A | B;
            4'b1010: result = ~A;
            4'b1100: result = A ^ B;
            4'b1110: result = A << 1;
            4'b0111: result = A >> 1;
            default: result = 8'bx;
        endcase
    end
endmodule
==> CHANGELOG.md <==
### Metrics

* Register area share after synthesis at 0%
* # rows at 32
* Adders+Majority by Area at between 10% and 20%
* Crit-path max FO at 11
* Post-Synth AOI/OAI Area at about 36%
* Final setup fails at 0
* Via density at 5.338
* Mux share at about 3.7%
* Share of cells above drive strength 1 at under 10%
* Routed vias at approximately 2,000
* GRT Total Usage at 9.542%
* Postcts setup bufs at 0
* FP Core Util at a little under a quarter
* Pwr per Cell Area at 76.66 nW/um2
* Crit Path Class: in -> out
* Max VDD drop at 0.02548 mV
* P_leak at just under 0.9 nW
* Layout clock buffer count at 0
* Yosys cell types at just over 60
* Final HPWL DP at between 4000 and 5000 um
* Worst setup SP type: input pin
* Final Wtd Congestion at approximately 0.93
* Slew Limit Fails at 0
* Worst hold path stage count at 5
* Total Routed Length at ~6000 um
* CTS Hold Bufs at 0
* Top comb family, area: AND-OR/OR-AND gates
* Delay-heaviest family, CP: buffers and inverters
* Die Wd at 110 um
* PostCTS Resize Cnt at 0
* ANT nets after route at 0
* CP Capture Type: primary output
* Fin. Hold Viols at 0
* Chip Area, Yosys at about 1800 um2
* Worst slew pin tran at roughly 0.82 ns
* Post-route DRC at 0
* ANT cells at 0
* Port buffer count at 29
* RSZ-0062 raised after global routing: false
* Worst EP arrival at ~4.5 ns
* Wire length of the first global-routing pass at 9501 um
* Max-slew headroom at around 45%
* Fill count at ~860
* Hold crit path type: in -> out
* Tot Pwr at 0.1666 mW
* Max Fclk at between 0.15 and 0.2 GHz
* Crit-path cells: clkdlybuf4s50_1, inv_1, ha_1, inv_1, a211o_1, a221oi_1, o31ai_1, xor2_1, o221ai_1, clkdlybuf4s50_1
* Vias in the first global route at between 1,500 and 2,000
* IO Pins at 29
* Worst path bufs/invs at 4
* Largest net degree at the start of global routing at 36
* Synth Area per Inst at a little under 7 um2
* Syn-to-layout area delta at 20.29%
* Max-area cell share at around 17%
* Drt pass-1 iters at 4
* Status: finished clean
* Core area at between 7000 and 8000 um2
* Core Util, Final at ~28%
* Register area at 0 um2
* Slowest stage cell on the critical path: clkdlybuf4s50_1
* # Cells Yosys at between 200 and 300
* Top Layout Cells: clkdlybuf4s50_1, inv_1, ha_1
* Period utilization at around nine tenths
* Worst Hold Slack at around 3.8 ns
* Setup Total Neg Slack at 0 ns
* Crit path depth at 10
* Mapped Cells at approximately 260
* Synth area leader: ha_1
* Crit path time final at ~6 ns
* XORs/XNORs by Area at 6.302%
* Top cells by area: ha_1, a21oi_1, xnor2_1, inv_1, o21ai_0
* Total tool warning count at about 48
* Initial antenna violation count at 0
* Total congestion overflow at 0
* Starting DRT DRC Count at between 200 and 250
* Flop Count at 0
* Die height at between 100 and 150 um
* Ys Warns at 1
* Crit path DRT at about 5.3 ns
* Simple-Gate Fraction of Synth Area at about a quarter
* Max Cap Violations at 0
* WL/cell at 15.61 um
* Post-synthesis cell area at between 1500 and 2000 um2
* Slowest stage delay, CP at about 0.73 ns
* Die Footprint at around 12,000 um2
* Commonest Layout Cell: clkdlybuf4s50_1
[power breakdown]
part	total, mW	internal [mW]	leakage, nW	switching, mW
logic	0.167	0.0800	0.891	0.0866
registers	0	0	0	0
clock network	0	0	0	0
[cell type report]
class                           count  area, um2  area share, %
Multi-Input combinational cell    218       1624          74.73
Inverter                           25      93.84          4.318
Tap cell                          102      127.6          5.872
Timing Repair Buffer               34      327.8          15.08
[cell usage after synthesis (4+ instances only)]
cell / instances
nand3_1: 6
ha_1: 25
a21oi_1: 21
nor2_1: 15
clkbuf_1: 14
nor3_1: 11
o32ai_1: 4
nand2b_1: 6
o22ai_1: 6
a211oi_1: 5
o21ai_0: 13
xnor2_1: 11
nor2b_1: 6
inv_1: 25
a221oi_1: 4
a21o_1: 5
nand2_1: 16
[through the flow]
step	area (um2)	std cells	setup slack, ns
2_1_floorplan	1807	262	1.612
3_3_place_gp	2173	379	0.7190
3_5_place_dp	2173	379	0.7372
4_1_cts	2173	379	0.7228
5_1_grt	2173	379	0.4972
6_report	2173	379	0.7444
[worst paths after layout]
path	start	to	slack, ns
worst min-delay path	B[7]	carry_out	3.79
worst max-delay path	A[2]	result[7]	0.74
[cell families after synthesis]
| logic type | after synthesis |
|---|---|
| compound gates | 93 |
| mux | 5 |
| fa+ha+maj | 27 |
| simple gates | 80 |
| buf+inv | 44 |
| xor+xnor | 13 |
[metal layers]
layer	GRT usage (%)	vias up	routed length [um]
met5	0	-	0
met4	0.9294	0	30
met3	1.410	4	543
met2	14.14	89	2479
met1	14.66	927	2861
li1	-	1003	-
Power is estimated from default activity; no workload was simulated.

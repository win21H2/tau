==> design/flow/design.v <==
module control_unit (
    input wire [6:0] cu_op,
    input wire [2:0] funct3,
    input wire [6:0] funct7,
    input wire [31:0] ir,
    output reg [3:0] alu_op,
    output reg [31:0] imm,
    output reg [4:0] rs1,
    output reg [4:0] rs2,
    output reg [4:0] rd
);
    always @(*) begin
        case(cu_op)
            7'b0110011: begin  
                rs1 = ir[19:15];
                rs2 = ir[24:20];
                rd = ir[11:7];
                case({funct7, funct3})
                    10'b0000000_000: alu_op = 4'b0000;  
                    10'b0100000_000: alu_op = 4'b0001;  
                    10'b0000000_100: alu_op = 4'b1100;  
                    10'b0000000_110: alu_op = 4'b1001;  
                    10'b0000000_111: alu_op = 4'b1000;  
                    default: alu_op = 4'b0110;
                endcase
            end
            7'b0010011: begin  
                rs1 = ir[19:15];
                rs2 = 5'bx;
                imm = {{20{ir[31]}}, ir[31:20]};
                rd = ir[11:7];
                case(funct3)
                    3'b000: alu_op = 4'b0000;  
                    3'b100: alu_op = 4'b1100;  
                    3'b110: alu_op = 4'b1001;  
                    3'b111: alu_op = 4'b1000;  
                    default: alu_op = 4'b0110;
                endcase
            end
            7'b0000011: begin  
                rs1 = ir[19:15];
                rs2 = 5'bx;
                imm = {{20{ir[31]}}, ir[31:20]};
                rd = ir[11:7];
                case(funct3)
                    3'b000: alu_op = 4'b0110;  
                    3'b001: alu_op = 4'b0110;  
                    3'b010: alu_op = 4'b0110;  
                    3'b100: alu_op = 4'b0110;  
                    3'b101: alu_op = 4'b0110;  
                    default: alu_op = 4'b0110;
                endcase
            end
            7'b0100011: begin  
                rs1 = ir[19:15];
                rs2 = ir[24:20];
                imm = {{20{ir[31]}}, ir[31:25], ir[11:7]};
                case(funct3)
                    3'b000: alu_op = 4'b0110;  
                    3'b001: alu_op = 4'b0110;  
                    3'b010: alu_op = 4'b0110;  
                    default: alu_op = 4'b0110;
                endcase
            end
            default: begin
                alu_op = 4'bx;
                rs1 = 5'bx;
                rs2 = 5'bx;
                imm = 32'bx;
                rd = 5'bx;
            end
        endcase
    end
endmodule
==> design/flow/run.sh <==
#!/bin/bash
# OpenROAD 26Q1-2900-gdf79404cd8, Yosys 0.63+post, stock flow scripts
make -C /OpenROAD-flow-scripts/flow DESIGN_CONFIG=/design/flow/config.mk WORK_HOME=/design/flow/orfs finish
==> design/flow/config.mk <==
export PLATFORM = sky130hd
export DESIGN_NAME = control_unit
export DESIGN_NICKNAME = control_unit
export VERILOG_FILES = /design/flow/design.v
export SDC_FILE = /design/flow/constraint.sdc
export NUM_CORES = 4
export LEC_CHECK = 1
export CORE_AREA = 10 10 70 70
export DIE_AREA = 0 0 80 80
==> design/flow/constraint.sdc <==
current_design control_unit

set clk_period 1.5
set clk_io_pct 0.2

create_clock -name clk0 -period $clk_period

set non_clock_inputs [all_inputs -no_clocks]
set_input_delay [expr $clk_period * $clk_io_pct] -clock clk0 $non_clock_inputs
set_output_delay [expr $clk_period * $clk_io_pct] -clock clk0 [all_outputs]
==> summary.txt <==
Notes on the flow outputs.

- The run finished, with violations left.
- The final reports fail on setup timing.
- The count of unresolved DRC violations after routing is 0.
- The routed design could run at a clock period as short as 1.83 ns.
- The max-slew check reports its worst relative slack as 63.1%.
- OpenROAD emitted warnings numbering 45.
- The instance count along the most critical hold path reads 0.
- The worst hold endpoint reads rs1[1].
- Summing the areas of all and, or, nand and nor instances in the mapped netlist gives 17.6% of the synthesized area.
- The static leakage reads 0.681 nW.
- The register bit count reported by yosys is 17.
- The portion of netlist area occupied by mux cells is 7.46%.
- The first global-routing pass estimated 3.87 mm of wire.
- The row count is 21.
- In the final routed layout, each cell accounts on average for 13.0 µm.
- Setup repair after global routing could not meet its margin everywhere.
- The buffering stage count on the worst path with inverters included reads 4.
- During I/O placement, the number of pins put on the boundary was 100.
- The number of max-cap violations reads 0.
- The biggest cell delay along the critical path is 0.27 ns.
- The launch point of the worst hold path is ir[16].
- The maximum clock rate is 0.547 GHz.
- The cell-mix breakdown from Yosys lists the adder-cell area share as 0%.
- The arrival time of data at the critical path endpoint is 1.53 ns.
- In the Yosys stats the netlist draws on 24 distinct library cells.
- The synthesized netlist cell count reads 85.
- The post-synthesis async set-or-reset flop share is 0%.
- The transition time at the pin with the least slew margin is 0.554 ns.
- The floorplan core area is 0.00342 mm².
- The largest family of logic cells by area is buffers and inverters.
- The chip area line of the yosys report reads 754 µm².
- Warnings reported by Yosys during synthesis add up to 1.
- The count of port buffers added during placement is 80.
- For reference, compound AND-OR and OR-AND cells occupy 10.8% of the area reported after synthesis.
- The critical-path cell with the highest stage delay is sky130_fd_sc_hd__nor4_4.
- The worst setup path is launched from an input pin.
- The number of buffers inserted by hold repair at cts is 0.
- The count of unclocked register or latch pins reads 17.
- The antenna cell count is 0.
- The cell area that synthesis handed to floorplanning was 754 µm².
- The XOR/XNOR share of the synthesized area reads 0%.
- Across all setup checks in the final design, the least slack found is -0.327 ns.
- The floorplan step set the die width to 80 µm.
- For this configuration, the core starts out at a cell density of 22.1%.
- The detailed placer's ending HPWL reads 2.22 mm.
- Setup total negative slack on the finished layout was measured at -0.995 ns.
- The height of the die is 80 µm.
- The remaining antenna violation count after routing reads 0.
- The pin count of the biggest net entering global routing is 22.
- The worst setup path is captured at an output port.
- The required time reported for the critical path endpoint reads 1.20 ns.
- The most numerous cell on the critical path reads sky130_fd_sc_hd__buf_4.
- Among cell families on the critical path, the largest total delay comes from simple AND/OR/NAND/NOR gates.
- For this design, Yosys synthesis ends with a cell count of 85.
- The share of final-layout standard cells stronger than drive strength 1 reads 34.7%.
- The area enclosed by the die boundary is 0.00640 mm².
- The violation tally recorded at the end of detailed-routing iteration 0 is 4.
- The top flip-flop cell by instance count after synthesis reads sky130_fd_sc_hd__dlxtp_1.
- The final timing report counts setup violations totalling 4.
- The weighted congestion at the end of routability-driven global placement reads 0.758.
- The via count normalized by instance count is 3.98.
- In this run the worst hold path is classified as input pin to output port.
- The post-synthesis to final-layout area growth reads 106%.
- The number of flops mapped to enable cells by yosys is 0.
- The biggest fanout along the worst timing path is 2.
- The overall power of the completed layout is 0.269 mW.
- The number of global-route vias before repair reads 793.
- The final max-slew violation count recorded for this run is 0.
- For this run, the detailed router's first-pass iteration total came to 2.
- The maximum vdd ir drop reads 0.0652 mV.
- The critical path start-end classification is input pin to output port.
- The overflow left after global routing reads 0.
- Walking the worst path, the cells encountered are buf_8 > nor4_4 > nand2_1 > o22a_2 > nor3_2 > buf_4 > buf_4 > a211oi_2 > buf_2.
- The ratio of total power to cell area is 173 mW/mm².
- The total global routing track utilization is 7.19%.
- The initial antenna violation count is 0.
- The average cell area after synthesis reads 8.88 µm².
- The final hold violation count is 0.
- 54 endpoints have no timing constraint.
- The routed layout has 780 vias.
- The routed wire length is 2.54 mm.
- The period utilization is 122%.
[layout make-up]
cell class | count | area, µm²
flip-flops and latches | 17 | 255
repair buffers | 95 | 885
multi-input cells | 37 | 353
inverters | 1 | 3.75
fillers | 313 | 1860
well taps | 46 | 57.6
[state kept, by name, indices dropped and copies added (netlist names)]
signal  count
imm        12
rd          5
[synthesized netlist by cell type (2+ instances only)]
library cell                n  area share, %
sky130_fd_sc_hd__dlxtn_1    5            9.9
sky130_fd_sc_hd__nand3_1    2            1.3
sky130_fd_sc_hd__nor3_1     2            1.3
sky130_fd_sc_hd__nand2_1    6            3.0
sky130_fd_sc_hd__nor2_1     5            2.5
sky130_fd_sc_hd__and2_1     2            1.7
sky130_fd_sc_hd__dlxtp_1   12             24
sky130_fd_sc_hd__nand2b_1   2            1.7
sky130_fd_sc_hd__mux2_2     5            7.5
sky130_fd_sc_hd__buf_4     30             30
[cell families after synthesis]
kind of cell           Yosys count
and+or+nand+nor                 24
AOI/OAI and AO/OA                8
buffers and inverters           31
latches                         17
muxes                            5
[placed cells by master (no fill, tap or decap), drive strengths merged, types with 2 or more instances in the layout]
cell type / n
dlxtn: 5
nand2b: 2
a21oi: 2
nand2: 6
and2: 2
clkdlybuf4s15: 3
mux2: 5
clkdlybuf4s50: 54
dlxtp: 12
buf: 27
nor3: 3
nand3: 3
dlygate4sd2: 11
nor2: 5
[how the worst max path moves through the flow]
stage	startpoint	endpoint	slack, ns	depth (start not counted)
4_1_cts	cu_op[2]	alu_op[0]	-0.35	7
6_report	funct7[6]	alu_op[0]	-0.33	9
5_1_grt	funct7[6]	alu_op[0]	-0.45	9
[metrics by stage]
stage | cell area, µm² | util, % | worst slack, ns | cells | hold WS [ns]
finish | 1550 | 45.5 | -0.327 | 196 | 0.600
global route | 1550 | 45.5 | -0.450 | 196 | 0.600
CTS | 1540 | 45.1 | -0.353 | 196 | 0.600
detailed placement | 1470 | 43.0 | -1.10 | 191 | 0.600
global placement | 1470 | 43.0 | -1.08 | 191 | 0.600
floorplan | 761 | - | -0.0518 | 85 | 0.611
[what timing repair did]
action	CTS	global route
pin swaps	12	7
setup buffers	6	0
gates resized	77	7
setup endpoints to repair	9	4
endpoints found under the hold margin	0	0
[power breakdown]
part / switching [mW] / total, mW / internal [mW] / leakage, nW
Clock: 0 / 0 / 0 / 0
Combinational: 0.0580 / 0.236 / 0.178 / 0.545
Sequential: 0.00966 / 0.0333 / 0.0236 / 0.135
Total: 0.0676 / 0.269 / 0.201 / 0.681
[layer usage]
metal / part of all wire, % / GRT usage (%)
met2: 42 / 11.1
met3: 21 / 4.66
met4: 0.20 / 0.176
met1: 36 / 8.70
met5: 0 / 0
Power and IR drop assume default switching activity.
